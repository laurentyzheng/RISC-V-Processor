<file path="design.v">
module alu_ctrl
	(
			input      [2:0] funct3,
			input            funct7_bit6,
			input      [4:0] opcode_upper,
			output reg [3:0] op_sel
	);
	always @ (*) begin
		if ( opcode_upper == 5'b01101 )  
			op_sel = 4'b1111;
		else if ( opcode_upper == 5'b00100 )  
			op_sel = ( funct3 == 3'b101 ) ? {funct7_bit6, funct3[2:0]} : {1'b0, funct3[2:0]};
		else if ( opcode_upper == 5'b01100 )  
			op_sel = { funct7_bit6, funct3[2:0] };
		else  
			op_sel = 4'b0000;
	end
endmodule
module branch_comp
    (
        input [31:0] data_a,
        input [31:0] data_b,
        input branch_unsigned,
        output branch_equal,
        output branch_less
    );
    assign branch_equal = ( data_a == data_b )? 1 : 0;
    assign branch_less = ( branch_unsigned )? ( data_a < data_b ) : ( $signed(data_a) < $signed(data_b) );
endmodule
module execute_control
    (
        input  [31:0]   instr,
        input  [31:0]   data_rs1,
        input  [31:0]   data_rs2,
        output [3:0]    alu_sel,
        output [2:0]    imm_sel,
        output reg      pc_sel
    );
    wire br_eq;
    wire br_lt;
    wire[2:0] funct3 = instr[14:12];
    wire[6:0] opcode = instr[6:0];
    wire br_unsigned = funct3[1];
    assign imm_sel[2:0] = (opcode[6] & opcode[5]) ^ (opcode[2] & ~opcode[3])? {1'b1, opcode[3:2]} : opcode[6:4];
    always @ ( * ) begin
        if ( imm_sel == 3'b111 || imm_sel == 3'b110 ) begin 
            pc_sel = 1'b1;
        end else if (imm_sel == 3'b100) begin  
            if (funct3[2]) begin
                pc_sel = br_lt ^ funct3[0];  
            end else begin
                pc_sel = br_eq ^ funct3[0];  
            end
        end else begin
            pc_sel = 1'b0;
        end
    end
    alu_ctrl alu_ctrl0 (
        .funct3(funct3),
        .funct7_bit6(instr[30]),
        .opcode_upper(opcode[6:2]),
        .op_sel(alu_sel)
    );
    branch_comp branch_ctrl0 (
        .data_a(data_rs1),
        .data_b(data_rs2),
        .branch_unsigned(br_unsigned),
        .branch_equal(br_eq),
        .branch_less(br_lt)
    );
   endmodule
</file>
<file path="run.sh">
#!/bin/bash
# OpenROAD 26Q1-2900-gdf79404cd8, Yosys 0.63+post, stock flow scripts
make -C /OpenROAD-flow-scripts/flow DESIGN_CONFIG=/design/flow/config.mk WORK_HOME=/design/flow/orfs finish
</file>
<file path="config.mk">
export PLATFORM = sky130hd
export DESIGN_NAME = execute_control
export DESIGN_NICKNAME = execute_control
export VERILOG_FILES = /design/flow/design.v
export SDC_FILE = /design/flow/constraint.sdc
export NUM_CORES = 4
export LEC_CHECK = 1
export CORE_AREA = 10 10 102 102
export DIE_AREA = 0 0 112 112
</file>
<file path="constraint.sdc">
current_design execute_control

set clk_period 4.2
set clk_io_pct 0.2

create_clock -name clk0 -period $clk_period

set non_clock_inputs [all_inputs -no_clocks]
set_input_delay [expr $clk_period * $clk_io_pct] -clock clk0 $non_clock_inputs
set_output_delay [expr $clk_period * $clk_io_pct] -clock clk0 [all_outputs]
</file>
==> run summary <==
Implementation results

The run finished with clean final reports. The top fanout value on the critical path is 3. The final layout contains a sequential cell count of 0. STA classifies the critical path endpoint as a primary output. The worst ir drop on vdd is 28.2 µV. The count of nets left with antenna violations after detail routing is 0.

The post-layout worst setup margin is 285 ps. The routed layout has 1258 vias. The residual DRC count is 0. Entering global routing, the biggest net connects 11 pins. Yosys printed 2 warnings. The type of the setup path with the least slack is in2out. The final timing summary puts the cycle share of the worst path at between 90% and 100%. The headroom to the max-slew limit is 74.9%. The number of max-slew violations in the final report is 0. The clock buffer count is 0. The tightest hold margin is 2610 ps. In this run the count of I/O pins placed on the die edge is between 100 and 150.

After detailed routing, the number of vias per cell comes to 3.72. Antenna repair during routing inserted a diode count of 0. The number of cells reported by Yosys stat comes to ~150. The synthesis-to-finish area growth is 95.5%. After synthesis the cells add up to between 1000 and 1500 µm². The area of the die is 12500 µm². The final count of negative-setup-slack endpoints is 0. Setup repair after global routing left no endpoint under its margin.

The most utilized layer in the global route result is met2. In this run the horizontal extent of the chip is 112 µm. The required time reported for the critical path endpoint is around 3400 ps. Cells fill 24.5% of the core in the end. The type of the worst min-delay path is in2out. The stat command in Yosys gives a chip area of 1030 µm². Per the GRT congestion report, total overflow comes to 0. In the global route stage, met1 resource usage came out at 7.76%. The final period demand of the worst path is 3910 ps. The instance tally after logic synthesis is 150.

The maximum clock frequency is roughly 260 MHz. Summed over all layers, the routed wires come to 3680 µm. The starting utilization of the core area is roughly an eighth. The finished layout holds about 340 standard cells, fillers aside. According to the floorplan report, the placeable core area is 8220 µm². The number of violations of the max-capacitance limit is 0. The wire length of the first global-routing pass is 6080 µm. Power spread over the standard cell area amounts to 84.1 nW/µm². The pin slew with the least headroom to its limit is 373 ps. met2 track demand over resource after global routing is 8.66%. The global routing met3 resource utilization is 1.95%. In this run, placement finished with an instance count of approximately 340. The sequential element share of the synthesized area is 0%. The die span in y is 112 µm. Detailed-route iteration 0 reported a violation count of 36.

The hold buffer count at cts is 0. The post-synthesis cell type count is 32. The total global routing track utilization is under 10%. The final weighted congestion in routability-driven placement is 0.788.

The number of global-route vias before repair is about 1.3k. The data arrival time of the worst path is between 3000 and 4000 ps. After detailed routing, the average wire length per cell comes to ~11 µm. The kind of launch point of the worst setup path is a primary input. The warning total across the stage logs is 55. For this design the static power due to leakage is 0.950 nW. The final number of hold-violating endpoints is 0.

The number of iterations in the first detailed-routing pass is 3. Port buffering added approximately 80 buffers. The mean instance size in the synthesized netlist is 6.86 µm². The layout summary lists the proportion of cells stronger than drive strength 1 as 5.15%. The number of antenna violations at the first check in global routing is 0. The estimated wirelength of the detail-placed design is 3480 µm. The initialized floorplan defines 33 standard-cell rows.

The layout report lists the combined flip-flop and latch area as 0 µm². Setup slack on the worst path after placement came out at -15.2 ps.
==> worst paths after layout <==
path | slack, ps | endpoint | startpoint | depth (start not counted)
hold / removal | 2610 | alu_sel[3] | instr[30] | 4
setup / recovery | 290 | pc_sel | data_rs2[10] | 12
==> through the flow <==
step	cell area, µm²	TNS [ps]	power [W]
floorplan	1030	0	0.0000706
global placement	1990	-12.0	0.000166
detailed placement	1990	-15.2	0.000168
CTS	2010	0	0.000172
global route	2010	0	0.000192
finish	2010	0	0.000169
==> cells in the mapped netlist (all sizes together), types with 2 or more instances <==
cell    instances  share of area, %
a221oi          2               2.3
nand2b          3               1.8
inv            36                13
nor2            4               1.5
nand4           7               5.5
o211ai          3               2.2
nand3           4               1.9
o21ai           4               1.9
ha             32                39
nand2          11               4.0
a21o            3               2.2
a21oi          20               9.7
nor3            3               1.5
nor4            3               2.4
==> routing by layer <==
metal	routed length (µm)	up-vias	part of all wire, %
li1	-	696	-
met1	1870	514	51
met2	1480	48	40
met3	334	0	9.1
met4	0	0	0
met5	0	-	0
==> report_power, final <==
part           internal, W  switching, W
logic             0.000106     0.0000632
registers                0             0
clock network            0             0
==> cells in the final DEF, fill, tap and decap left out, drive strengths merged, types with 2 or more instances in the layout <==
master | Yosys | routed
a21o | 3 | 3
a21oi | 20 | 20
a221oi | 2 | 2
buf | 1 | 4
clkdlybuf4s50 | 0 | 80
ha | 32 | 32
inv | 36 | 36
nand2 | 11 | 11
nand2b | 3 | 3
nand3 | 4 | 4
nand4 | 7 | 7
nor2 | 4 | 4
nor3 | 3 | 3
nor4 | 3 | 3
o211ai | 3 | 3
o21ai | 4 | 4
==> area by class of cell <==
type | instances | area, µm²
fill | 889 | 6200
multi-input combinational | 112 | 907
timing repair buffer | 85 | 840
inverter | 36 | 135
tap | 105 | 131
==> cells by family after synthesis <==
group                      count (synthesis)  share of synthesized area (%)
xor gates and xnor gates                   1                          0.851
and+or+nand+nor                           41                           23.1
buffers and inverters                     38                           14.0
AOI/OAI and AO/OA                         38                           23.2
adders and majority gates                 32                           38.9
==> critical path: stages <==
cell and delay (ps):
clkdlybuf4s50_1 450, inv_1 40, ha_1 310, nand4_1 120, buf_4 160, nor4_4 150, a21bo_1 230, o211ai_1 160
a21oi_2 120, nor3_1 190, a211oi_1 60, dlygate4sd2_1 260
==> what timing repair did <==
action	CTS	global route
resized	5	0
hold endpoints to repair	0	0
setup endpoints to repair	1	0
setup buffers	1	0
Power is estimated from default activity; no workload was simulated.
