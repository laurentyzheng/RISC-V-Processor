## design.v

```verilog
module alu
    #(
        parameter   ADD            = 4'b0000,
        parameter   SUB            = 4'b1000,
        parameter   SLL            = 4'b0001,
        parameter   SLT            = 4'b0010,
        parameter   SLTU           = 4'b0011,
        parameter   XOR            = 4'b0100,
        parameter   SRL            = 4'b0101,
        parameter   SRA            = 4'b1101,
        parameter   AND            = 4'b0111,
        parameter   OR             = 4'b0110
    )
    (
        input  [31:0]    operand1, operand2,
        input  [3:0]     alu_sel,
        output reg [31:0]    alu_out
    );
    always @ (*) begin
        case ( alu_sel )
            ADD:
                alu_out = operand1 + operand2;
            SUB:
                alu_out = operand1 - operand2;
            SLL:
                alu_out = operand1 << operand2[4:0];
            SLT:
                alu_out = ($signed(operand1) < $signed(operand2)) ? 32'd1 : 32'd0;
            SLTU:
                alu_out = (operand1 < operand2) ? 32'd1 : 32'd0;
            XOR:
                alu_out = operand1 ^ operand2;
            SRL:
                alu_out = operand1 >> operand2[4:0];
            SRA:
                alu_out = $signed(operand1) >>> operand2[4:0];  
            AND:
                alu_out = operand1 & operand2;
            OR:
                alu_out = operand1 | operand2;
            default:
                alu_out = operand2;  
        endcase
    end
endmodule
```

## run.sh

```bash
#!/bin/bash
# OpenROAD 26Q1-2900-gdf79404cd8, Yosys 0.63+post, stock flow scripts
make -C /OpenROAD-flow-scripts/flow DESIGN_CONFIG=/design/flow/config.mk WORK_HOME=/design/flow/orfs finish
```

## config.mk

```make
export PLATFORM = sky130hd
export DESIGN_NAME = alu
export DESIGN_NICKNAME = alu
export VERILOG_FILES = /design/flow/design.v
export SDC_FILE = /design/flow/constraint.sdc
export NUM_CORES = 4
export LEC_CHECK = 1
export CORE_UTILIZATION = 40
```

## constraint.sdc

```tcl
current_design alu

set clk_period 23.4
set clk_io_pct 0.2

create_clock -name clk0 -period $clk_period

set non_clock_inputs [all_inputs -no_clocks]
set_input_delay [expr $clk_period * $clk_io_pct] -clock clk0 $non_clock_inputs
set_output_delay [expr $clk_period * $clk_io_pct] -clock clk0 [all_outputs]
```

==> insert_results.sql <==
-- metrics for the results database
INSERT INTO impl_metrics (metric_group, metric, value, unit) VALUES
('outcome', 'status', 'complete, no violations', ''),
('floorplanning', 'die_w', '151', 'um'),
('placement', 'dp_hpwl', '32700', 'um'),
('global_route', 'grt_first_pass_wirelength', '62300', 'um'),
('logic_synthesis', 'synth.yosys.num_cells', '1314', ''),
('floorplanning', 'placementRows', '54', ''),
('timing', 'fin_crit_sh', '0.600', ''),
('cells_and_area', 'layout_top_cell_excl_fill_tap', 'nor2_1', ''),
('global_route', 'grt_max_degree', '63', ''),
('worst_setup_path', 'largest_driver_fanout_on_the_critical_path', '43', ''),
('routing', 'vias', '10600', ''),
('worst_setup_path', 'critical_path.cell_chain', 'clkdlybuf4s50_1 -> buf_4 -> inv_1 -> ha_1 -> nor2_1 -> o211ai_2 -> a311oi_2 -> o211ai_1 -> a21oi_2 -> a211oi_2 -> o31ai_2 -> mux2_4 -> a221oi_2 -> o22ai_1 -> clkdlybuf4s50_1', ''),
('cells_and_area', 'final_layout_size_suffix_gt1_frac', '0.0867', ''),
('logic_synthesis', 'synth.yosys.seq_area_share', '0', ''),
('logic_synthesis', 'synth.lib_cells_used.distinct', '90', ''),
('timing', 'worst_margin_slew', '0.934', 'ns'),
('power_and_ir_drop', 'powerDensity', '25.9', 'mW/mm^2'),
('timing', 'max_freq', '71.3', 'MHz'),
('worst_setup_path', 'critical_path.most_common_cell', 'clkdlybuf4s50_1', ''),
('routing', 'finalWirelength', '42100', 'um'),
('routing', 'route.antenna.remaining_nets', '0', ''),
('timing', 'timing.slew.headroom', '0.373', ''),
('placement', 'numPlacedInstances', '1618', ''),
('worst_setup_path', 'critPathMaxStageDelay', '0.58', 'ns'),
('logic_synthesis', 'yosys.area.top_type', 'ha_1', ''),
('power_and_ir_drop', 'ir_worst_vdd', '0.00000974', 'V'),
('routing', 'post_drt_via_cell_ratio', '6.57', ''),
('timing', 'hold_violations', '0', ''),
('worst_setup_path', 'startpoint_type', 'input port', ''),
('timing', 'fin_tns_setup', '0', 'ns'),
('cells_and_area', 'top_cells_excl_fill_tap', '168 x nor2_1, 130 x a21oi_1, 107 x nand2_1, 105 x o21ai_0, 103 x inv_1', ''),
('cells_and_area', 'area.growth.synth_to_final', '12.1', '%'),
('routing', 'wire_per_inst', '26.0', 'um'),
('timing', 'timing.final.setup_violations', '0', ''),
('placement', 'place_congestion', '1.03', ''),
('logic_synthesis', 'yosys-stat-area', '0.00887', 'mm^2'),
('worst_setup_path', 'crit_family', 'AND-OR/OR-AND gates', ''),
('global_route', 'gr-total-overflow', '0', ''),
('run', 'log.warning_count', '97', ''),
('worst_hold_path', 'min_from', 'operand2[13]', ''),
('power_and_ir_drop', 'power.leakage', '4.06', 'nW'),
('timing', 'setup_repair_after_global_routing_missed_its_margin', 'false', ''),
('worst_setup_path', 'criticalPathCategory', 'input port to primary output', ''),
('logic_synthesis', 'synthesis.instances', '1314', ''),
('logic_synthesis', 'postSynthAreaPerCell', '6.75', 'um^2'),
('worst_setup_path', 'cp-end-kind', 'primary output', ''),
('run', 'maxcap_violations', '0', ''),
('routing', 'dr.pass1.iters', '6', ''),
('cells_and_area', 'layout.cells.non_filler', '1618', ''),
('cells_and_area', 'clock_buffer_instance_count_of_the_final_layout', '0', ''),
('cells_and_area', 'regArea', '0', 'um^2'),
('floorplanning', 'fp.dieH', '151', 'um'),
('timing', 'timing.final.max_slew_violations', '0', ''),
('cells_and_area', 'ff_count', '0', ''),
('clock_network', 'cell_resize_tally_after_clock_tree_synthesis', '0', ''),
('clock_network', 'holdBufCountCts', '0', ''),
('worst_setup_path', 'worst_path_max_delay_cell', 'ha_1', ''),
('worst_setup_path', 'critical_path.n_buffers_inverters', '4', ''),
('logic_synthesis', 'top_cells_by_area', 'ha_1 14%, mux4_2 11%, a21oi_1 7.3%', ''),
('placement', 'port_buffer_cells', '100', ''),
('worst_hold_path', 'worstHoldPathType', 'input port to primary output', ''),
('worst_setup_path', 'critical_path_required', '18.72', 'ns'),
('floorplanning', 'design.die.area', '0.0228', 'mm^2'),
('routing', 'detail_route.antenna_diodes', '0', ''),
('clock_network', 'postCtsSetupRepairBufs', '0', ''),
('cells_and_area', 'final_design_area_no_fill', '0.00995', 'mm^2'),
('floorplanning', 'core_area', '0.0218', 'mm^2'),
('floorplanning', 'ioPinCount', '100', ''),
('timing', 'min_period', '14.03', 'ns'),
('routing', 'remaining_drc_errors', '0', ''),
('placement', 'placement.cell_area', '0.00995', 'mm^2');
## cell usage after synthesis (24+ instances only)
master,number
o21ai_0,105
nor3_1,33
mux4_2,45
nand2_1,107
clkbuf_1,58
ha_1,97
nand3_1,24
mux2i_1,52
a22oi_1,26
inv_1,103
nor2_1,169
a21oi_1,130
## cell families after synthesis
| logic type | synth area share |
|---|---|
| buffers and inverters | 0.0973 |
| and+or+nand+nor | 0.201 |
| xor gates and xnor gates | 0.0227 |
| AOI/OAI and AO/OA | 0.357 |
| adders and majority gates | 0.141 |
| muxes | 0.181 |
## routing by layer
metal	share of wire	vias to the layer above	GRT usage	wire length, um
li1	-	4910	-	-
met5	0.00029	-	0	12
met4	0.024	2	0.0760	997
met3	0.12	66	0.109	5090
met2	0.41	647	0.534	17400
met1	0.44	5008	0.575	18600
## where the power goes
group	switching, mW	total (mW)	leakage, nW	internal [mW]
sequential	0	0	0	0
clock	0	0	0	0
combinational	0.157	0.257	4.06	0.101
total	0.157	0.257	4.06	0.101
## tightest hold or removal path, stage by stage
cell	delay, ns
clkdlybuf4s50_1	0.42
inv_1	0.10
a21oi_1	0.07
clkdlybuf4s50_1	0.40
## layout make-up
cell class,count,area [um^2]
multi-input cells,1104,8020
fillers,2309,11800
inverters,110,413
repair buffers,124,1170
well taps,280,350
## metrics by stage
stage | utilization | total power, mW | setup slack, ns | hold WS, ns
6_report | 0.457 | 0.257 | 9.37 | 10.35
5_1_grt | 0.457 | 0.277 | 9.16 | 10.39
4_1_cts | 0.457 | 0.251 | 9.49 | 10.36
3_5_place_dp | 0.457 | 0.250 | 9.50 | 10.35
3_3_place_gp | 0.457 | 0.252 | 9.54 | 10.34
2_1_floorplan | - | 0.158 | 11.04 | 9.44
## how the worst max path moves through the flow
stage	cells after the start	startpoint	slack [ns]	end
CTS	15	operand2[4]	9.49	alu_out[30]
global route	15	operand2[4]	9.16	alu_out[30]
finish	15	operand2[4]	9.37	alu_out[30]
Power figures rest on the tool's default switching activity, not on a simulated workload.
