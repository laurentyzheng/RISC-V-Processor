**flow/run.sh**
```bash
#!/bin/bash
# OpenROAD 26Q1-2900-gdf79404cd8, Yosys 0.63+post, stock flow scripts
make -C /OpenROAD-flow-scripts/flow DESIGN_CONFIG=/design/flow/config.mk WORK_HOME=/design/flow/orfs finish
```
**flow/config.mk**
```make
export PLATFORM = sky130hd
export DESIGN_NAME = forward_ctrl
export DESIGN_NICKNAME = forward_ctrl
export VERILOG_FILES = /design/flow/design.v
export SDC_FILE = /design/flow/constraint.sdc
export NUM_CORES = 4
export LEC_CHECK = 1
export CORE_AREA = 10 10 104 104
export DIE_AREA = 0 0 114 114
```
**flow/constraint.sdc**
```tcl
current_design forward_ctrl

set clk_period 2.2
set clk_io_pct 0.2

create_clock -name clk0 -period $clk_period

set non_clock_inputs [all_inputs -no_clocks]
set_input_delay [expr $clk_period * $clk_io_pct] -clock clk0 $non_clock_inputs
set_output_delay [expr $clk_period * $clk_io_pct] -clock clk0 [all_outputs]
```
**flow/design.v**
```verilog
module forward_ctrl
   #(
        parameter BRANCH = 5'b11000,
        parameter STORE  = 5'b01000,
        parameter LOAD   = 5'b00000,
        parameter R_TYPE = 5'b01100
    )
    (
        input  [31:0]   instr_d,
        input  [31:0]   instr_x,
        input  [31:0]   instr_m,
        input  [31:0]   instr_w,
        output reg [1:0]    a_sel,
        output reg [1:0]    b_sel,
        output reg          memw_sel,
        output reg          stall_sel
    );
    wire [4:0] opid_d = instr_d[6:2];
    wire [4:0] opid_x = instr_x[6:2];
    wire [4:0] opid_m = instr_m[6:2];
    wire [4:0] opid_w = instr_w[6:2];
    wire [4:0] rs1_d = instr_d[19:15];
    wire [4:0] rs2_d = instr_d[24:20];
    wire [4:0] rs1_x = instr_x[19:15];
    wire [4:0] rs2_x = instr_x[24:20];
    wire [4:0] rs2_m = instr_m[24:20];
    wire [4:0] rd_x = instr_x[11:7];
    wire [4:0] rd_m = instr_m[11:7];
    wire [4:0] rd_w = instr_w[11:7];
    wire op_w_has_rd = ( opid_w != STORE ) & ( opid_w != BRANCH ) & (rd_w != 5'b0);
    wire op_m_has_rd = ( opid_m != STORE ) & ( opid_m != BRANCH ) & (rd_m != 5'b0);
    wire op_x_has_rd = ( opid_x != STORE ) & ( opid_x != BRANCH ) & (rd_x != 5'b0);
    wire op_x_is_Rtype = (opid_x == R_TYPE);
    wire op_m_has_rs2 = (opid_m == R_TYPE) | (opid_m == STORE) | (opid_m == BRANCH);
    wire op_d_has_rs2 = (opid_d == R_TYPE) | (opid_d == STORE) | (opid_d == BRANCH);
    wire op_x_has_rs1 = ~(opid_x[0] & (opid_x[1] | opid_x[2]));
    wire op_m_has_rs1 = ~(opid_m[0] & (opid_m[1] | opid_m[2]));
    wire op_d_has_rs1 = ~(opid_d[0] & (opid_d[1] | opid_d[2]));
    wire load_to_use = ( opid_x == LOAD ) & ( ( (rs1_d == rd_x) & op_d_has_rs1 ) | ((rs2_d == rd_x) & (opid_d != STORE) & op_d_has_rs2) ) & op_x_has_rd;
    wire store_needs_rs2 = ( opid_d == STORE ) & ( rs2_d == rd_m ) & ( op_m_has_rd );
    wire decode_needs_wb = ( op_w_has_rd ) & ( ( (rs2_d == rd_w)  &  op_d_has_rs2 ) | ( rs1_d == rd_w & op_d_has_rs1 ) );
    wire needy_branch = ( opid_d == BRANCH ) & ( ( (( (rs1_d == rd_m) & op_d_has_rs1 ) | ( (rs2_d == rd_m) & op_d_has_rs2 )) & ( op_m_has_rd ) ) 
                                               | ( (( (rs1_d == rd_x) & op_d_has_rs1 ) | ( (rs2_d == rd_x) & op_d_has_rs2 )) & ( op_x_has_rd ) ) );
    always @( * ) begin
        if ( op_m_has_rd && op_x_has_rs1 && (opid_x != BRANCH) && (rs1_x == rd_m) )
            a_sel = 2'b11;
        else if ( op_w_has_rd && op_x_has_rs1 && (opid_x != BRANCH) && (rs1_x == rd_w) )
            a_sel = 2'b10;
        else
            a_sel = {1'b0, {(instr_x[6] & instr_x[5]) ^ (instr_x[2] & ~instr_x[3])} };
        if ( op_m_has_rd && op_x_is_Rtype && (rs2_x == rd_m) )
            b_sel = 2'b11;
        else if ( op_w_has_rd && op_x_is_Rtype && (rs2_x == rd_w) )
            b_sel = 2'b10;
        else
            b_sel = {1'b0, {~op_x_is_Rtype}};
        if ( op_w_has_rd && op_m_has_rs2 && (rs2_m == rd_w) )
            memw_sel = 1'b1;
        else 
            memw_sel = 1'b0;
        if (load_to_use || store_needs_rs2 || decode_needs_wb || needy_branch)
            stall_sel = 1'b1;
        else 
            stall_sel = 1'b0;
    end
endmodule
```
==> impl_metrics.toml <==
# implementation run metrics
[run_status]
outcome = "complete, no violations"

[detailed_routing]
count_of_vias_placed_by_the_detailed_router = 1242
number_of_nets_still_failing_antenna_checks_after_routing = 0
route.detailed.vias_per_inst = 3.79
drt_iter0_markers = 51
post_drt_wl_per_cell_um = 13.8
highest_layer = "met4"
met1Wirelength_mm = 1.89
totalWireLength_mm = 4.53
met3_wirelength_um = 354
route.antenna.diode_count = 0
route.met2.wl_mm = 2.26
number_of_search_and_repair_iterations_in_the_first_detailed_routing_pass = 4
drc = 0

[timing]
period_needed_ns = 2.20
final-hold-violation-count = 0
setup_viol_count_final = 0
rsz_0062_raised_after_global_routing = "true"
timing.fmax_ghz = 0.455
layout_worst_path_cycle_share = 0.999
max_slew.worst_pin.slew_ns = 0.314
finalWorstSetupSlack_ns = 0.00209
slew_violations = 0
remaining_max_slew_budget_at_the_tightest_pin = 0.789

[placed_design]
preCtsSetupSlack_ns = -0.817
detailed_place_hpwl_mm = 4.10
io_buffers = 65
placed_cells_incl_taps = 323
globalplace.congestion = 0.866
placement.cell_area_um2 = 1910

[cells_and_area]
logic_area_um2 = 957
finish.utilization = 0.230
layoutNonFillerInstCount = 328
number_of_sequential_cells_in_the_layout = 0
clockBufferCount = 0
area_taken_by_flip_flops_and_latches_um2 = 0
area_growth_pct = 129
num-fill-cells = 979
post_route_cells_drive_above_1_share = 0.373
finish.instance_area_um2 = 1990

[yosys]
yosysTopAreaCellShare = 0.301
netlist_area_um2 = 872
synth_top_cell_by_area = "sky130_fd_sc_hd__xnor2_1"
ys_area_um2 = 872
top_cells_by_area = "sky130_fd_sc_hd__xnor2_1 30%, sky130_fd_sc_hd__xor2_1 27%, sky130_fd_sc_hd__nand4_1 5.0%"
synth.yosys.warnings = 1
sequential_element_share_of_the_synthesized_area = 0
synth_stat.cells = 122
syn_inst = 122
synth_cell_types = 27
mean_cell_area_of_the_mapped_netlist_um2 = 7.15

[pwr]
sw_frac_of_total = 0.423
power.combinational.fraction = 1.000
clkPwrFrac = 0
cellLeakagePower_nw = 0.830
seq_power_share = 0
p_int_w = 0.000193
max-vdd-ir-drop_mv = 0.0631
power_per_cell_area_nw_per_um2 = 168
total_power_w = 0.000335
switching_power_w = 0.000142

[worst_setup_path]
cp-start-kind = "input pin"
timing.critical_path.to_type = "output port"
critical_path_peak_fanout = 3
worst-setup-path-type = "input pin to output port"
cp_data_arrival_time_ns = 1.76
cp_data_required_time_ns = 1.76

[hold_path]
worstHoldPathType = "input pin to output port"
min_delay_path_depth = 6

[job]
drv.max_cap_violation_count = 0
tool_warnings = 103

[die]
die-height_um = 114
initCoreUtil = 0.100
core_region_area_um2 = 8680
die_width_um = 114
io-pin-count = 134
chipArea_um2 = 13000
rows = 34

[global_routing]
grt_first_pass_wirelength_mm = 7.27
antenna_violations_before_repair = 0
grtUsageTotal = 0.0682
grt_remaining_overflow = 0
grt_start_max_net_pins = 6
vias_in_the_first_global_route = 1441
[power by group through the flow]
| stage | logic (W) | registers (W) | clock network, W |
|---|---|---|---|
| 4_1_cts | 0.000331 | 0 | 0 |
| 6_report | 0.000335 | 0 | 0 |
| 5_1_grt | 0.000365 | 0 | 0 |
[layout by cell type, fill, tap and decap left out, types with 2 or more instances in the layout]
| cell type | synthesis | routed |
|---|---|---|
| sky130_fd_sc_hd__xnor2_2 | 0 | 2 |
| sky130_fd_sc_hd__dlygate4sd2_1 | 0 | 31 |
| sky130_fd_sc_hd__nor3_1 | 4 | 4 |
| sky130_fd_sc_hd__nand3_1 | 5 | 4 |
| sky130_fd_sc_hd__xnor2_1 | 30 | 28 |
| sky130_fd_sc_hd__xor2_1 | 27 | 27 |
| sky130_fd_sc_hd__nand2_1 | 8 | 7 |
| sky130_fd_sc_hd__clkdlybuf4s50_1 | 0 | 13 |
| sky130_fd_sc_hd__clkdlybuf4s15_1 | 0 | 2 |
| sky130_fd_sc_hd__nand4_1 | 7 | 7 |
| sky130_fd_sc_hd__nor4_2 | 0 | 5 |
| sky130_fd_sc_hd__or4_4 | 0 | 2 |
| sky130_fd_sc_hd__buf_6 | 1 | 8 |
| sky130_fd_sc_hd__buf_4 | 0 | 39 |
| sky130_fd_sc_hd__a31oi_1 | 3 | 3 |
| sky130_fd_sc_hd__nor2_1 | 5 | 3 |
| sky130_fd_sc_hd__buf_2 | 3 | 12 |
[cell usage after synthesis (2+ instances only)]
cell type                  instances
sky130_fd_sc_hd__nand3_1           5
sky130_fd_sc_hd__nor2_1            5
sky130_fd_sc_hd__nor4_1            7
sky130_fd_sc_hd__buf_2             3
sky130_fd_sc_hd__nor3_1            4
sky130_fd_sc_hd__nand2_1           8
sky130_fd_sc_hd__or4_1             2
sky130_fd_sc_hd__nand4_1           7
sky130_fd_sc_hd__xor2_1           27
sky130_fd_sc_hd__xnor2_1          30
sky130_fd_sc_hd__a31oi_1           3
sky130_fd_sc_hd__clkbuf_1          6
[critical path, stage by stage]
cell and delay [ns]:
sky130_fd_sc_hd__buf_6 0.09, sky130_fd_sc_hd__or4_4 0.52, sky130_fd_sc_hd__o22a_1 0.26, sky130_fd_sc_hd__nand4_1 0.12, sky130_fd_sc_hd__a21bo_1 0.20, sky130_fd_sc_hd__buf_2 0.12
[path summary, 6_finish.rpt]
path   startpoint  endpoint
max   instr_m[10]  a_sel[0]
min    instr_x[4]  a_sel[1]
[per-layer routing]
layer  vias to the layer above  GRT usage
li1                        625          -
met1                       566     0.0810
met2                        49      0.125
met3                         2     0.0181
met4                         0    0.00334
met5                         -          0
[cell families after synthesis]
kind of cell / after synthesis / share of synthesized area
XOR/XNOR: 57 / 0.572
AND/OR/NAND/NOR: 41 / 0.254
AND-OR/OR-AND: 14 / 0.118
buffers and inverters: 10 / 0.0559
[final cells by class]
cell class | instances | share of cell area
Multi-Input combinational cell | 112 | 0.480
Timing Repair Buffer | 108 | 0.452
Tap cell | 108 | 0.0678
[timing repair]
item	4_1_cts	5_1_grt
gates resized	130	10
hold buffers	0	0
pin swaps	24	12
endpoints found under the setup margin	6	4
setup buffers	4	1
cloned	0	0
[metrics by stage]
| stage | TNS, ns | hold slack (ns) |
|---|---|---|
| 2_1_floorplan | 0 | 0.914 |
| 3_5_place_dp | -3.97 | 1.83 |
| 5_1_grt | -0.0912 | 1.44 |
| 4_1_cts | -0.00246 | 1.38 |
| 6_report | 0 | 1.37 |
| 3_3_place_gp | -4.07 | 1.84 |
